==> design.v <==
  module ControlUnit(input clk, input reset, input [6:0] part_of_inst,input bcond_branch,output reg mem_to_reg, output reg mem_write, output reg mem_read, output reg IorD,
  output reg pc_write, output reg pc_src, output reg pc_writenotcond, output reg ir_write, output reg mdr_write, output reg write_enable,
  output reg A_write, output reg B_write, output reg ALUOut_write, output reg alu_src_A, output reg [1:0] alu_src_B,
  output reg [6:0] alu_op_type,output reg is_ecall, output reg bcond_write);
    reg [2:0] state, next_state;
    always @(posedge clk) begin
      if(reset)
        state <= 3'b000;
      else
        state <= next_state;
    end
    always @(*) begin
      case(state)
        3'b000: begin
          mem_to_reg = 0 ; mem_write = 0; mem_read = 1; IorD = 0; pc_write = 0; pc_writenotcond = 0; ir_write = 1; mdr_write = 0; write_enable = 0;
          A_write = 0; B_write = 0; ALUOut_write = 0; is_ecall = 0; bcond_write = 0;
          next_state = 3'b001;
        end
        3'b001: begin
          if(part_of_inst != 7'b1101111) begin
          mem_to_reg = 0 ; mem_write = 0; mem_read = 0; IorD = 0; pc_write = 0; pc_writenotcond = 0; ir_write = 0; mdr_write = 0; write_enable = 0;
          A_write = 1; B_write = 1; ALUOut_write = 0; is_ecall = 0; bcond_write = 0;
          end
          if(part_of_inst == 7'b1100011) begin
            alu_src_A = 0;
            alu_src_B = 2'b10;
            alu_op_type = 7'b1111111;
            ALUOut_write = 1;
          end
          if(part_of_inst == 7'b1110011) begin
            A_write = 1;
            B_write = 0;
          end
          next_state = 3'b010;
        end
        3'b010: begin
          is_ecall = 0; pc_write = 0; pc_writenotcond = 0; ir_write = 0; mdr_write = 0;
          A_write = 0; B_write = 0; mem_read = 0; mem_write = 0; write_enable = 0; bcond_write = 0;
          IorD = 0;
          case(part_of_inst)
            7'b0110011: begin
              alu_src_A = 1;
              alu_src_B = 0;
              ALUOut_write = 1;
              alu_op_type = 7'b0110011;
              next_state = 3'b100;
            end
            7'b0010011: begin
              alu_src_A = 1;
              alu_src_B = 2'b10;
              ALUOut_write = 1;
              alu_op_type = 7'b0010011;
              next_state = 3'b100;
            end
            7'b0000011: begin
              alu_src_A = 1;
              alu_src_B = 2'b10;
              ALUOut_write = 1;
              alu_op_type = 7'b0000011;
              next_state = 3'b011;
            end
            7'b0100011: begin
              alu_src_A = 1;
              alu_src_B = 2'b10;
              ALUOut_write = 1;
              alu_op_type = 7'b0100011;
              next_state = 3'b011;
            end
            7'b1101111,7'b1100111: begin
              alu_src_A = 0;
              alu_src_B = 2'b01;
              alu_op_type = 7'b1111111;
              ALUOut_write = 1;
              next_state = 3'b100;
            end
            7'b1100011: begin
              alu_src_A = 1;
              alu_src_B = 2'b00;
              alu_op_type = 7'b1100011;
              bcond_write = 1;
              ALUOut_write = 0;
              next_state = 3'b101;
            end
            7'b1110011: begin
              alu_src_A = 1;
              alu_src_B = 2'b11;
              alu_op_type = 7'b1110011;
              bcond_write = 1;
              ALUOut_write = 0;
              next_state = 3'b101;
            end
          endcase
        end
        3'b011: begin 
          is_ecall = 0; pc_write = 0; pc_writenotcond = 0; ir_write =0;
          A_write = 0; B_write = 0; IorD = 1; ALUOut_write = 0; write_enable = 0; bcond_write = 0;
          case(part_of_inst)
          7'b0000011: begin 
              mdr_write = 1;
              mem_read = 1;
              next_state = 3'b100;
          end
          7'b0100011: begin
            mem_write = 1;
            mdr_write =0;
            next_state = 3'b101;
          end
          endcase
        end
        3'b100: begin
          is_ecall = 0; pc_write = 0; pc_writenotcond = 0; ir_write =0; mdr_write = 0;
          A_write = 0; B_write = 0; IorD = 0; ALUOut_write = 0; mem_read = 0; mem_write = 0; bcond_write = 0;
          write_enable = 1;
          case(part_of_inst)
          7'b0110011,7'b0010011,7'b1101111,7'b1100111: begin
            mem_to_reg = 0;
          end
          7'b0000011: begin
            mem_to_reg = 1;
          end
          endcase
          next_state =3'b101;
        end
        3'b101: begin
          ir_write = 0; mdr_write = 0;
          A_write = 0; B_write = 0; IorD =0; mem_read = 0; mem_write = 0;
          write_enable = 0; bcond_write = 0;
          case(part_of_inst)
            7'b0110011,7'b0010011,7'b0000011,7'b0100011: begin
              alu_src_A = 0;
              alu_src_B = 2'b01;
              alu_op_type = 7'b1111111;
              ALUOut_write = 0;
              pc_src = 0;
              pc_writenotcond = 0;
              pc_write = 1;
              next_state = 3'b000;
            end
            7'b1101111: begin
              alu_src_A = 0;
              alu_src_B = 2'b10;
              alu_op_type = 7'b1111111;
              ALUOut_write = 0;
              pc_src = 0;
              pc_writenotcond = 0;
              pc_write = 1;
              next_state = 3'b000;
            end
            7'b1100111: begin
              alu_src_A = 1;
              alu_src_B = 2'b10;
              alu_op_type = 7'b1111111;
              ALUOut_write = 0;
              pc_src = 0;
              pc_writenotcond = 0;
              pc_write = 1;
              next_state = 3'b000;
            end
            7'b1100011: begin 
              alu_src_A = 0;
              alu_src_B = 2'b01;  
              alu_op_type = 7'b1111111;
              ALUOut_write = 0;
              if(bcond_branch) begin
                pc_src = 1;
                pc_writenotcond = 0;
              end
              else begin
                pc_src = 0;
                pc_writenotcond = 1;
              end
              pc_write = 1;
              next_state = 3'b000;
            end
            7'b1110011: begin
              alu_src_A = 0;
              alu_src_B = 2'b01;
              alu_op_type = 7'b1111111;
              ALUOut_write = 0;
              if(bcond_branch == 0) begin
                pc_src = 0;
                pc_writenotcond = 1;
                pc_write = 1;
                next_state = 3'b000;
              end
              else
                is_ecall = 1;
            end
          endcase
        end
      endcase
    end
  endmodule
==> run.sh <==
#!/bin/bash
# OpenROAD 26Q1-2900-gdf79404cd8, Yosys 0.63+post, stock flow scripts
make -C /OpenROAD-flow-scripts/flow DESIGN_CONFIG=/design/flow/config.mk WORK_HOME=/design/flow/orfs finish
==> config.mk <==
export PLATFORM = sky130hd
export DESIGN_NAME = ControlUnit
export DESIGN_NICKNAME = ControlUnit
export VERILOG_FILES = /design/flow/design.v
export SDC_FILE = /design/flow/constraint.sdc
export NUM_CORES = 4
export LEC_CHECK = 1
export CORE_AREA = 10 10 84 84
export DIE_AREA = 0 0 94 94
==> constraint.sdc <==
current_design ControlUnit

set clk_period 1.0
set clk_io_pct 0.2

create_clock -name clk0 -period $clk_period [get_ports {clk}]

set non_clock_inputs [all_inputs -no_clocks]
set_input_delay [expr $clk_period * $clk_io_pct] -clock clk0 $non_clock_inputs
set_output_delay [expr $clk_period * $clk_io_pct] -clock clk0 [all_outputs]
==> flow_summary_export.csv <==
group,metric,value,unit
setup_path,start_kind,"input pin",
setup_path,cp_max_fo,3,
logic_synthesis,synth.avg_cell_area,8.399,µm²
floorplan,fp_util,19.69,%
floorplan,fp.dieH,94,µm
clocking,cts_root_buffer,"clkbuf_8",
flow_run,warnings,25,
sta,rsz0062_at_grt,"false",
logic_synthesis,syn_area,1025,µm²
setup_path,crit_buf_inv,1,
status,status,"complete, no violations",
sta,whs,0.5687,ns
placement,port_buffers,32,
drt,antennaDiodeCount,0,
flow_run,maxCapViolations,0,
logic_synthesis,ys_types,44,
min_path,hold_class,"in2reg",
power_and_ir_drop,swShare,23.41,%
setup_path,path_cells,"clkdlybuf4s50_1, nor2b_1",
drt,drcViolationCount,0,
logic_synthesis,synthCells,122,
drt,viasPerCell,4.009,
logic_synthesis,edf_count,0,
power_and_ir_drop,p_seq_share,23.2,%
power_and_ir_drop,leakagePower,0.5885,nW
floorplan,rows,26,
floorplan,ioPinCount,35,
floorplan,die_area,8836,µm²
global_route,grt_pass1_vias,898,
clocking,cts_tree,"done",
logic_synthesis,ys_ff,28,
power_and_ir_drop,intPower,0.0004727,W
logic_synthesis,postSynth.asyncResetShare,0,%
setup_path,critPathKind,"in2reg",
sta,slew_viol_final,0,
floorplan,die_w,94,µm
global_route,antenna_found_initial,0,
logic_synthesis,ys_cells,122,
sta,finalClockPeriodUsage,64.76,%
drt,routed_wirelength,2592,µm
clocking,cts_buffer_depth,2,
power_and_ir_drop,powerDensity,432.3,nW/µm²
setup_path,critical-path-top-delay-family,"buffers and inverters",
sta,finalSetupViolations,0,
clocking,cts_made_buffers,3,
placement,gp_congestion,0.8687,
cells_and_area,fin_util,27.43,%
global_route,grt_pass1_wl,4264,µm
cells_and_area,largest_reg_flops,4,
clocking,hold_buffers,0,
power_and_ir_drop,power_frac_comb,20.6,%
cells_and_area,syn_to_final_growth,39.32,%
sta,untimed_endpoints,48,
logic_synthesis,ff_type,"dlxtn_1",
power_and_ir_drop,power.switching,0.0001445,W
logic_synthesis,ys_warn_count,1,
clocking,clk_pin_slew,0.03,ns
placement,dp_hpwl,2118,µm
drt,drtIter0Drc,57,
power_and_ir_drop,ir_drop,0.2501,mV
sta,finalSetupTns,0,ns
floorplan,coreArea,5205,µm²
setup_path,worstPathArrival,0.75,ns
sta,hold_viol,0,
clocking,h-tree-depth,1,
cells_and_area,drive_above_1_share,10.00,%
sta,unclocked_pins,25,
setup_path,critPathSlowestCell,"clkdlybuf4s50_1",
drt,dr.pass1.iters,4,
sta,timing.fmax,1544,MHz
global_route,grtUsageTotal,5.761,%
global_route,grt-ovfl-total,0,
placement,dp_slack,0.1331,ns
clocking,post_cts_buffers,0,
clocking,post_cts_resized,0,
setup_path,worstPathRequired,1.10,ns
drt,ant_nets,0,
logic_synthesis,yosys_area,1025,µm²
power_and_ir_drop,total_power,0.0006172,W
sta,setup_ws,0.3524,ns
setup_path,cpPeakStageDelay,0.49,ns
drt,vias,882,
power_and_ir_drop,power.share.clock,56.2,%
setup_path,end_kind,"register",
global_route,grt_max_degree,15,
drt,wl_per_cell,11.78,µm
sta,min_period,0.6476,ns
[cells in the mapped netlist (2+ instances only)]
| cell | count | area [µm²] |
|---|---|---|
| nor3_1 | 5 | 25.02 |
| nand3_1 | 2 | 10.01 |
| or4_1 | 2 | 15.01 |
| or3_1 | 3 | 18.77 |
| nor2b_1 | 5 | 31.28 |
| o21ai_0 | 8 | 40.04 |
| buf_2 | 4 | 20.02 |
| inv_1 | 7 | 26.28 |
| dlxtn_1 | 25 | 375.4 |
| nand2_1 | 6 | 22.52 |
| nand4_1 | 2 | 12.51 |
| buf_4 | 4 | 30.03 |
| nor2_1 | 9 | 33.78 |
| a21oi_1 | 5 | 25.02 |
| o22ai_1 | 2 | 12.51 |
| dfxtp_1 | 3 | 60.06 |
| nand2b_4 | 2 | 27.53 |
| and3_1 | 2 | 12.51 |
[through the flow]
stage,instances,instance area (µm²)
2_1_floorplan,123,1028
4_1_cts,220,1428
3_3_place_gp,216,1383
5_1_grt,220,1428
6_report,220,1428
3_5_place_dp,216,1383
[logic make-up after synthesis]
logic type / share of synthesized area (%)
DFF: 5.861
buffers and inverters: 8.181
latches: 36.63
muxes: 1.099
and+or+nand+nor: 29.67
other: 0.3659
xor gates and xnor gates: 0.8549
AOI/OAI and AO/OA: 17.34
[metal layers]
| metal | wire (µm) | vias up | track usage (%) |
|---|---|---|---|
| li1 | - | 473 | - |
| met1 | 1331 | 379 | 8.681 |
| met2 | 1010 | 28 | 8.122 |
| met3 | 235 | 2 | 1.616 |
| met4 | 14 | 0 | 0.7595 |
| met5 | 0 | - | 0 |
[final timing paths]
path,depth (start not counted),from,end
worst max-delay path,2,reset,state[0]
worst min-delay path,2,reset,state[2]
[power groups by stage]
stage / clock network (W) / registers (W) / logic [W]
CTS: 0.000359 / 0.000143 / 0.000128
global route: 0.000378 / 0.000144 / 0.000141
finish: 0.000347 / 0.000143 / 0.000127
[cell usage in the layout (no fill, tap or decap), types with 2 or more instances in the layout]
| cell | count |
|---|---|
| o22ai_1 | 2 |
| dlxtn_1 | 25 |
| a21oi_1 | 5 |
| clkdlybuf4s50_1 | 32 |
| o21ai_0 | 8 |
| nand2b_4 | 2 |
| inv_1 | 7 |
| nand2_1 | 6 |
| dfxtp_1 | 3 |
| nand4_1 | 2 |
| nor2b_1 | 5 |
| and3_1 | 2 |
| nor3_1 | 5 |
| conb_1 | 2 |
| clkbuf_8 | 3 |
| or3_1 | 3 |
| or4_1 | 2 |
| nand3_1 | 2 |
| nor2_1 | 9 |
[layout make-up]
class                           count  area (µm²)
Multi-Input combinational cell     78       509.2
Sequential cell                    28       435.4
Timing Repair Buffer               32       320.3
Clock buffer                        4       45.04
Inverter                            8       30.03
Fill cell                         579        3777
Tap cell                           70       87.58
Power and IR drop assume default switching activity.
