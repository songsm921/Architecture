File: flow/config.mk
export PLATFORM = sky130hd
export DESIGN_NAME = PC
export DESIGN_NICKNAME = PC
export VERILOG_FILES = /design/flow/design.v
export SDC_FILE = /design/flow/constraint.sdc
export NUM_CORES = 4
export LEC_CHECK = 1
export CORE_AREA = 10 10 102 102
export DIE_AREA = 0 0 112 112
File: flow/constraint.sdc
current_design PC

set clk_period 1.0
set clk_io_pct 0.2

create_clock -name clk0 -period $clk_period [get_ports {clk}]

set non_clock_inputs [all_inputs -no_clocks]
set_input_delay [expr $clk_period * $clk_io_pct] -clock clk0 $non_clock_inputs
set_output_delay [expr $clk_period * $clk_io_pct] -clock clk0 [all_outputs]
File: flow/design.v
module PC(input reset, input clk, input [32-1:0] next_pc, output reg [32 - 1: 0] current_pc);
    always @(posedge clk) begin
        if(reset)
            current_pc <= 32'd0;
        else
            current_pc <= next_pc; 
    end 
endmodule
File: flow/run.sh
#!/bin/bash
# OpenROAD 26Q1-2900-gdf79404cd8, Yosys 0.63+post, stock flow scripts
make -C /OpenROAD-flow-scripts/flow DESIGN_CONFIG=/design/flow/config.mk WORK_HOME=/design/flow/orfs finish
==> flow_summary.json <==
{
  "most-common-layout-cells": "33 x clkdlybuf4s50_1, 32 x nor2b_1, 18 x dfxtp_1, 16 x clkbuf_2",
  "antenna_found_initial": 0,
  "synth.avg_cell_area_um2": 12.9,
  "layout_top_cell": "clkdlybuf4s50_1",
  "layout.core_utilization_pct": 20.4,
  "grt_pass1_vias": 707,
  "rsz0062_at_grt": "false",
  "log.warning_count": 25,
  "power.sequential.fraction_pct": 47.9,
  "clock_tree_from_tritoncts": "built",
  "cpMaxStageDelayCell": "dfxtp_1",
  "maxSlewViolCount": 0,
  "routedWlPerCell_um": 11.1,
  "setup_violations": 0,
  "grt_usage_pct": 4.08,
  "cts.repair_timing.setup_buffer_count": 0,
  "synth.yosys.seq_area_share_pct": 74.2,
  "ys_cells": 67,
  "kind_of_cell_adding_the_most_delay_to_the_critical_path": "flip-flops",
  "layout_top_registers": "current_pc (32)",
  "worstSetupEndpoint": "current_pc[20]",
  "cts-htree-levels": 2,
  "maximum_resistive_drop_on_vdd_v": 0.000495,
  "wirelength_um": 2690,
  "largest_register": "current_pc",
  "clock-root-buffer": "clkbuf_8",
  "die_height_um": 112,
  "overflow": 0,
  "antennaDiodeCount": 0,
  "clkTransAtPathRegs_ns": 0.07,
  "grt_first_pass_wirelength_um": 4120,
  "cts-buffers-inserted": 5,
  "drt_first_iter_violations": 12,
  "pin_count": 66,
  "yosys.area.top_type_share_pct": 74.2,
  "net_switching_share_of_the_total_power_pct": 19.5,
  "detail_route.first_pass.iterations": 2,
  "hold_viol_final": 0,
  "p_total_w": 0.00285,
  "grt_start_max_net_pins": 33,
  "max_clock_freq_mhz": 1040,
  "startpoint_type": "flop",
  "power_leakage_nw": 0.678,
  "worst-slew-pin-transition_ns": 0.147,
  "slew_headroom_pct": 90.2,
  "final_period_minus_worst_setup_slack_ns": 0.959,
  "avgViaCountPerCell": 2.79,
  "post_route_cells_drive_above_1_share_pct": 29.0,
  "vias": 679,
  "floorplan_core_area_um2": 8220,
  "worstPathRequired_ns": 0.80,
  "timing.critical_path.fanout_max": 1,
  "syn_area_um2": 863,
  "internal_power_w": 0.00229,
  "flip_flop_and_latch_count_after_synthesis": 32,
  "yosys_warnings": 1,
  "synthToLayoutAreaGrowth_pct": 94.3,
  "finalClockPeriodUsage_pct": 95.9,
  "final_antenna_net_count": 0,
  "chip_area_um2": 12500,
  "combinationalPowerShare_pct": 9.2,
  "core_rows": 33,
  "n_fill_cell": 880,
  "clkPwrFrac_pct": 42.9,
  "numPortBuffers": 65,
  "power_density_nw_per_um2": 1700,
  "synth_cells": 67,
  "synth.area.top_cells": "dfxtp_1 74%, nor2b_1 23%, buf_4 2.6%",
  "worstSetupPathType": "flop to output port",
  "status": "complete, no violations",
  "timing.critical_path.depth": 1,
  "yosysUniqueCellTypes": 3,
  "number_of_remaining_drc_errors": 0,
  "critPathMaxStageDelay_ns": 0.31,
  "timing.max_cap.violations": 0,
  "synth-area-yosys_um2": 863,
  "worstPathBufferInverterCount": 1,
  "cts-root-to-sink-buffers": 2,
  "synthDominantAreaCellType": "dfxtp_1",
  "critPathCaptureType": "output port",
  "timing.hold.ws_ns": 0.457,
  "hold_path_class": "input port to flop",
  "largest_register_ff_count": 32,
  "cts.sink_count": 32,
  "gp_congestion": 0.662,
  "setup.worst_path.start": "current_pc[20]",
  "die_w_um": 112,
  "fp_util_pct": 10.5,
  "critical_path.cell_chain": "clkdlybuf4s15_1",
  "fin_tns_setup_ns": 0,
  "critPathArrivalTime_ns": 0.76,
  "netSwitchingPower_w": 0.000556
}
## cells by family after synthesis
| kind of cell | share of synthesized area, % |
|---|---|
| and+or+nand+nor | 23.2 |
| DFF | 74.2 |
| buffers and inverters | 2.61 |
## routing by layer
metal | share of wire, % | GRT usage, %
met5 | 0 | 0
met4 | 1.6 | 0.931
met3 | 9.7 | 2.12
met2 | 49 | 6.80
met1 | 40 | 4.52
## power by group through the flow
stage / registers [W] / logic [W] / clock network [W]
final: 0.00136 / 0.000263 / 0.00122
after global routing: 0.00137 / 0.000290 / 0.00135
after CTS: 0.00136 / 0.000291 / 0.00131
## cell usage after synthesis
library cell,count
dfxtp_1,32
buf_4,3
nor2b_1,32
## layout make-up
class | count | area (um2) | area share, %
Sequential cell | 32 | 658 | 39.2
Timing Repair Buffer | 66 | 581 | 34.6
Multi-Input combinational cell | 32 | 200 | 11.9
Tap cell | 105 | 131 | 7.83
Clock buffer | 6 | 72.6 | 4.33
Clock inverter | 2 | 35.0 | 2.09
## timing repair
item	CTS	global route
gates resized	67	29
endpoints found under the setup margin	32	19
hold buffers	0	0
## stage by stage
| step | worst slack [ns] | cells | instance area (um2) |
|---|---|---|---|
| finish | 0.0410 | 243 | 1680 |
| global placement | -0.0957 | 235 | 1640 |
| CTS | 0.00357 | 243 | 1740 |
| global route | 0.000739 | 243 | 1680 |
| detailed placement | -0.117 | 235 | 1640 |
| floorplan | 0.509 | 67 | 863 |
## worst min-delay path by stage
stage,start,to,slack (ns),depth (start not counted)
CTS,next_pc[10],current_pc[10],0.45,2
global route,next_pc[17],current_pc[17],0.45,2
finish,next_pc[10],current_pc[10],0.46,2
Power and IR drop assume default switching activity.
