### flow/run.sh
#!/bin/bash
# OpenROAD 26Q1-2900-gdf79404cd8, Yosys 0.63+post, stock flow scripts
make -C /OpenROAD-flow-scripts/flow DESIGN_CONFIG=/design/flow/config.mk WORK_HOME=/design/flow/orfs finish
### flow/design.v
module RegisterFile(input	reset,
                    input clk,
                    input [4:0] rs1,           
                    input [4:0] rs2,           
                    input [4:0] rd,            
                    input [31:0] rd_din,       
                    input write_enable,           
                    output reg [31:0] rs1_dout,    
                    output reg [31:0] rs2_dout);   
  integer i;
  reg [31:0] rf[0:31];
  always @(*) begin
    rs1_dout = rf[rs1];
    rs2_dout = rf[rs2];
  end
  always @(posedge clk) begin
    if(write_enable && rd)  
      rf[rd] <=rd_din;
  end 
  always @(posedge clk) begin
    if (reset) begin
      for (i = 0; i < 32; i = i + 1)
        rf[i] = 32'b0;
      rf[2] = 32'h2ffc;  
    end
  end
endmodule
### flow/config.mk
export PLATFORM = sky130hd
export DESIGN_NAME = RegisterFile
export DESIGN_NICKNAME = RegisterFile
export VERILOG_FILES = /design/flow/design.v
export SDC_FILE = /design/flow/constraint.sdc
export NUM_CORES = 4
export LEC_CHECK = 1
export CORE_UTILIZATION = 40
### flow/constraint.sdc
current_design RegisterFile

set clk_period 9.2
set clk_io_pct 0.2

create_clock -name clk0 -period $clk_period [get_ports {clk}]

set non_clock_inputs [all_inputs -no_clocks]
set_input_delay [expr $clk_period * $clk_io_pct] -clock clk0 $non_clock_inputs
set_output_delay [expr $clk_period * $clk_io_pct] -clock clk0 [all_outputs]
==> metrics.cfg <==
[placed_design]
port_buffers = 113
place_area_um2 = 58900
gp_congestion = 0.901
place_inst = 6317
dp.final_hpwl_um = 111000
post-place-ws_ns = 2.14

[worst_hold_path]
hp-start = reset
min_path_type = input port to register
hold_depth = 2
min_to = rf[0][16]

[clock_tree]
root_buffer = clkbuf_16
cts_resized = 0
path_clk_slew_ns = 0.06
cts_buffers = 112
clock_tree.buffer_depth = 3
cts_hold_buffers = 0
cts_tree = done
cts_max_level = 3
post_cts_buffers = 0
cts.sinks = 1024

[pwr]
finalPower_mw = 11.3
ir_drop_mv = 0.140
power-per-cell-area_nw_per_um2 = 181
p_leak_nw = 24.0

[timing]
period_used_pct = 78.3
setup_tns_ns = 0
setup_ws_ns = 1.99
whs_ns = 1.79
tightest_slew_ns = 0.911
finalSetupViolations = 0
rsz0062_at_grt = false
fmax_ghz = 0.139
report.final.slew_viol_count = 0
slew_headroom_pct = 39.3
fin_crit_ns = 7.21
hold_viol_final = 0

[drt]
drt_iter0_drc = 2428
antenna_left = 0
wl_um = 202000
post_drt_wl_per_cell_um = 30.9
viasPerCell = 5.87
vias = 38300
drc = 0
dr.pass1.iters = 5

[status]
status = complete, no violations

[worst_setup_path]
cp-start-kind = input port
cp.required_ns = 7.36
critPathCaptureType = output port
arrival_ns = 5.37
worstPathMaxFanout = 70
path_class = input port to output port

[logic_synthesis]
ys_cells = 4603
synth.logic.top_family = multiplexers
netlist_instances = 4603
mux_share_pct = 18.3
simple_gate_share_pct = 15.7
synthAdderAreaFrac_pct = 0
xor_area_share_pct = 0
yosys_warnings = 1
synth-area-yosys_um2 = 56000
synth.distinct_cells = 29
synth_area_um2 = 56000
synthAoiAreaFrac_pct = 7.01
postSynthSeqShare_pct = 54.9
ys.flops = 1024
synth_area_per_cell_um2 = 12.2

[cells_and_area]
area_delta_synth_final_pct = 11.3
final_cells = 6528
drive_above_1_share_pct = 8.12
postLayoutCoreUtil_pct = 45.1
logic_area_um2 = 23300
largest_reg_flops = 1024
final_area_um2 = 62300
regArea_um2 = 30700
top_regs = rf: 1024 flops
top_register = rf
nFillCells = 12300

[global_routing]
grt_overflow = 0
grt_pass1_wl_um = 284000
first_global_vias = 38900
grt_use_total_pct = 30.3
grt_max_degree = 91
antenna_found_initial = 14

[job]
maxCapViolCount = 0
warnings = 26

[floorplanning]
rows = 136
dieArea_um2 = 141000
pin_count = 114
fp-utilization_pct = 40.5
die_h_um = 376
design.core.area_um2 = 138000
dieWidth_um = 376

-- where the power goes --
part / total (mW) / switching [mW] / internal, mW
clock network: 4.31 / 1.87 / 2.44
logic: 1.44 / 0.931 / 0.506
registers: 5.54 / 0.127 / 5.41
total: 11.3 / 2.93 / 8.36
-- worst max-delay path by stage --
stage           from      endpoint  slack (ns)  cells past startpoint
CTS           rs1[2]   rs1_dout[5]        2.14                      8
global route  rs1[2]  rs1_dout[13]        1.99                      8
finish        rs1[0]  rs1_dout[13]        1.99                      8
-- cells in the mapped netlist, drive strengths merged --
cell type / count / area (um^2)
nand3: 194 / 971
nand2b: 4 / 25.0
a22oi: 192 / 1440
edfxtp: 1024 / 30700
mux2i: 1024 / 10200
nand2: 195 / 732
nand3b: 5 / 41.3
nor2: 34 / 210
or3b: 3 / 31.3
a22o: 128 / 1120
and2: 983 / 6150
clkbuf: 277 / 1110
nor3: 64 / 320
a21oi: 192 / 961
or2: 33 / 206
a31oi: 64 / 400
buf: 170 / 1170
or3: 12 / 75.1
nor2b: 4 / 25.0
conb: 1 / 3.75
-- critical path: stages --
cell and delay, ns:
clkdlybuf4s50_1 0.63, and2_4 0.60, buf_12 0.52, a22o_1 0.25, nor3_1 0.06, a31oi_1 0.54, nand3_1 0.39, clkdlybuf4s50_1 0.50
-- metal layers --
metal  wire length (um)  global-route usage [%]
met5                399                    1.89
met4               8740                    10.6
met3              28900                    17.5
met2              90900                    44.2
met1              72600                    38.6
-- cell usage in the layout, fill, tap and decap left out, types with 115 or more instances in the layout --
master and instances:
a21oi_1 192, a22o_1 128, a22oi_1 192, and2_1 981, buf_4 137, clkbuf_16 115, edfxtp_1 1024, mux2i_1 1024
nand2_1 193, nand3_1 194
-- cells by family after synthesis --
group,count (synthesis)
multiplexers,1024
AND/OR/NAND/NOR,1531
other,1
buffers and inverters,447
flip-flops,1024
AND-OR/OR-AND,576
-- layout make-up --
class,count,share of cell area [%]
Timing Repair Buffer,267,4.02
Tap cell,1863,3.74
Sequential cell,1024,49.4
Clock buffer,154,4.85
Multi-Input combinational cell,3163,37.4
Antenna cell,8,0.0321
Clock inverter,49,0.617
No activity file was given, so power comes from the tool's default toggle rates.
