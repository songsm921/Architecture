<file path="flow/run.sh">
#!/bin/bash
# OpenROAD 26Q1-2900-gdf79404cd8, Yosys 0.63+post, stock flow scripts
make -C /OpenROAD-flow-scripts/flow DESIGN_CONFIG=/design/flow/config.mk WORK_HOME=/design/flow/orfs finish
</file>
<file path="flow/config.mk">
export PLATFORM = sky130hd
export DESIGN_NAME = HazardDetection
export DESIGN_NICKNAME = HazardDetection
export VERILOG_FILES = /design/flow/design.v
export SDC_FILE = /design/flow/constraint.sdc
export NUM_CORES = 4
export LEC_CHECK = 1
export CORE_AREA = 10 10 70 70
export DIE_AREA = 0 0 80 80
</file>
<file path="flow/constraint.sdc">
current_design HazardDetection

set clk_period 3.0
set clk_io_pct 0.2

create_clock -name clk0 -period $clk_period

set non_clock_inputs [all_inputs -no_clocks]
set_input_delay [expr $clk_period * $clk_io_pct] -clock clk0 $non_clock_inputs
set_output_delay [expr $clk_period * $clk_io_pct] -clock clk0 [all_outputs]
</file>
<file path="flow/design.v">
module HazardDetection(input [6:0]opcode, input [31:0]inst, input [31:0]clk, input [4:0]ID_EX_rd, input ID_EX_mem_read, input isTaken,
output reg isStall, output reg IF_ID_write, output reg pc_write);
    reg use_rs1; 
    reg use_rs2;  
    reg [1:0]clk_start;
    always @(*) begin
        if(opcode !=7'b1101111 && inst[19:15]!=0)
            use_rs1 = 1;
        else
            use_rs1 = 0;
        if(opcode != 7'b1101111 && opcode != 7'b0010011 && opcode != 7'b1100111 && opcode != 7'b0000011 && inst[24:20]!=0)
            use_rs2 = 1;
        else
            use_rs2 = 0;
        if((((inst[19:15] == ID_EX_rd) && use_rs1) || ((inst[24:20] == ID_EX_rd) && use_rs2)) && ID_EX_mem_read) begin
            isStall = 1;
            IF_ID_write = 0; 
            pc_write = 0;
        end
        else begin
            isStall = 0;
            IF_ID_write = 1; 
            pc_write = 1;
        end
    end
endmodule
</file>
==> impl_metrics.toml <==
# yosys + openroad results
[placed_design]
place_inst = 101
portBuffers = 26
gp_congestion = 0.799

[critical_path]
required_ns = 2.40
worstSetupPathDepth = 6
critPathLaunchType = "input port"
path_cells = "clkdlybuf4s50_1 -> or4_4 -> o211ai_2 -> nor3_2 -> o221a_1 -> clkdlybuf4s50_1"
cp_data_arrival_time_ns = 2.30
path_buffers = 2
crit_top_cell = "clkdlybuf4s50_1"
cpPeakStageDelay_ns = 0.42
setup.worst_path.class = "input port to output pin"
cp_max_fo = 2
cp_top_family = "buffers and inverters"
startpoint = "ID_EX_rd[3]"
crit_slowest_cell = "or4_4"
endpoint_kind = "output pin"

[global_route]
antenna_found_initial = 0
overflow = 0
busiest_layer = "met2"
grt_pass1_vias = 349
use_met1_pct = 3.49
grt_pass1_wl_um = 1620
grt_max_degree = 4
grt_util_met2_pct = 5.14
grt_use_total_pct = 3.02
gr-usage-met3_pct = 1.59

[detailed_routing]
drt_iter0_markers = 0
drc = 0
ant_nets = 0
routed_wl_um = 1040
first_pass_iters = 1
dr_total_vias = 318
wl_per_cell_um = 10.3
antennaDiodeCount = 0
via_per_inst = 3.15

[cells_and_area]
nFillCells = 383
seq_area_um2 = 0
nClkBuffers = 0
mostFrequentLayoutCell = "clkdlybuf4s50_1"
area_delta_synth_final_pct = 187
instances_no_fill = 101
drive_above_1_share_pct = 21.8
final_cell_mix = "19 x clkdlybuf4s50_1, 8 x xnor2_1, 4 x dlygate4sd2_1, 4 x buf_4, 3 x dlymetal6s2s_1"
flops = 0

[synthesis]
netlist_logic_family_top = "XOR/XNOR gates"
synthAoiAreaFrac_pct = 29.4
avgSynthCellArea_um2 = 7.70
synth_cells = 26
fa_ha_area_share_pct = 0
ys_sh_simple_pct = 27.5
yosys-stat-cells = 26
synthXorXnorAreaFrac_pct = 39.4
synth_warnings = 1
synth.distinct_cells = 16
yosysChipArea_um2 = 200
synth_area_um2 = 200
postSynthSeqShare_pct = 0
ys_sh_mux_pct = 0

[worst_hold_path]
hold_path.startpoint = "opcode[5]"
holdCritPathClass = "input port to output pin"
hold_path_depth = 4

[timing]
fin_crit_sh_pct = 96.6
tightest_slew_ns = 0.406
slew_violations = 0
setup-tns-final_ns = 0
final-setup-viol-count = 0
slew-limit-headroom_pct = 72.6
whs_ns = 1.88
finalHoldViolCount = 0
fmax_mhz = 345
fin_crit_ns = 2.90

[power]
worst_ir_drop_vdd_mv = 0.0169
power_density_nw_per_um2 = 111
combPwrFrac_pct = 100.0
power_uw = 63.6
power_switching_uw = 20.4
power_frac_clock_pct = 0
swShare_pct = 32.0
p_int_uw = 43.3
p_leak_uw = 0.000198
seqPwrFrac_pct = 0

[floorplan]
die_h_um = 80
row_count = 21
core-area_um2 = 3420
ioPinCount = 81
die_area_um2 = 6400
dieWidth_um = 80
initCoreUtil_pct = 5.86

[run]
warning_count = 87
maxCapViolCount = 0

[run_status]
run_status = "complete, no violations"

[clock_network]
cts_setup_buffers = 0
## power groups by stage
stage | combinational (µW) | clock, µW | sequential (µW)
6_report | 63.6 | 0 | 0
4_1_cts | 62.6 | 0 | 0
5_1_grt | 69.2 | 0 | 0
## cells in the mapped netlist
library cell	number	area, µm²
o221a_1	1	11.3
a21oi_1	1	5.00
nand2_1	2	7.51
xnor2_1	9	78.8
a211oi_2	1	12.5
buf_4	1	7.51
nand3_1	2	10.0
or4_1	1	7.51
o211ai_2	1	12.5
nand4_1	1	6.26
o221ai_1	1	8.76
nand4b_1	1	8.76
o41ai_1	1	8.76
nor3_1	1	5.00
nor2_1	1	3.75
or3_1	1	6.26
## through the flow
| step | utilization [%] | cell area [µm²] | setup slack [ns] |
|---|---|---|---|
| final | 16.8 | 574 | 0.102 |
| after global routing | 16.8 | 574 | -0.00923 |
| after CTS | 16.1 | 551 | 0.00540 |
| after detailed placement | 15.8 | 541 | -0.133 |
| after global placement | 15.8 | 541 | -0.115 |
| after floorplan | - | 200 | 0.818 |
## tightest hold or removal path, delay by kind of cell
kind | cells | cell delay, ns
buffers and inverters | 2 | 0.37
AND/OR/NAND/NOR | 1 | 0.17
AND-OR/OR-AND | 1 | 0.13
## cell families after synthesis
family                 count (synthesis)
AND/OR/NAND/NOR                       10
XOR/XNOR                               9
AND-OR/OR-AND                          6
buffers and inverters                  1
## area by class of cell
type | count | area (µm²) | area share, %
Timing Repair Buffer | 30 | 293 | 51.0
Multi-Input combinational cell | 25 | 224 | 39.0
Tap cell | 46 | 57.6 | 10.0
## final timing paths
| check | to | slack [ns] |
|---|---|---|
| setup / recovery | isStall | 0.10 |
| hold / removal | pc_write | 1.88 |
## repair_timing
item | in CTS | in global routing
resized | 7 | 6
endpoints found under the hold margin | 0 | 0
endpoints found under the setup margin | 3 | 1
hold buffers | 0 | 0
pin swaps | 3 | 5
## per-layer routing
| metal | part of all wire, % | wire [µm] |
|---|---|---|
| met3 | 16 | 164 |
| met2 | 45 | 471 |
| met1 | 39 | 400 |
| met5 | 0 | 0 |
| met4 | 0 | 0 |
Power and IR drop assume default switching activity.
