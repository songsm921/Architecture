[design/flow/design.v]
module Forwarding(input [4:0]ID_EX_rs1_num, input [4:0]ID_EX_rs2_num, input [4:0] EX_MEM_rd, input [4:0] MEM_WB_rd, 
input EX_MEM_reg_write, input MEM_WB_reg_write, output reg [1:0]Forward_A, output reg [1:0]Forward_B);
    always @(*) begin
        if(ID_EX_rs1_num!=0 && (ID_EX_rs1_num == EX_MEM_rd) && EX_MEM_reg_write)
            Forward_A = 2'b10;
        else if((ID_EX_rs1_num!=0) && (ID_EX_rs1_num == MEM_WB_rd) && MEM_WB_reg_write)
            Forward_A = 2'b01;
        else
            Forward_A = 0;
        if(ID_EX_rs2_num!=0 && (ID_EX_rs2_num == EX_MEM_rd) && EX_MEM_reg_write)
            Forward_B = 2'b10;
        else if((ID_EX_rs2_num!=0) && (ID_EX_rs2_num == MEM_WB_rd) && MEM_WB_reg_write)
            Forward_B = 2'b01;
        else
            Forward_B = 0;
    end
endmodule
module InternalForwarding(input [4:0]rs1, input [4:0]rs2, input [4:0] MEM_WB_rd,input MEM_WB_reg_write,
 output reg inter_forward_A, output reg inter_forward_B);
    always @(*) begin
        if((rs1!=0)&& (rs1 == MEM_WB_rd) && MEM_WB_reg_write )  
            inter_forward_A = 1;
        else
            inter_forward_A = 0;
        if((rs2!=0)&& (rs2 == MEM_WB_rd) && MEM_WB_reg_write )
            inter_forward_B = 1;
        else
            inter_forward_B = 0;
    end
endmodule
[design/flow/run.sh]
#!/bin/bash
# OpenROAD 26Q1-2900-gdf79404cd8, Yosys 0.63+post, stock flow scripts
make -C /OpenROAD-flow-scripts/flow DESIGN_CONFIG=/design/flow/config.mk WORK_HOME=/design/flow/orfs finish
[design/flow/constraint.sdc]
current_design InternalForwarding

set clk_period 2.4
set clk_io_pct 0.2

create_clock -name clk0 -period $clk_period

set non_clock_inputs [all_inputs -no_clocks]
set_input_delay [expr $clk_period * $clk_io_pct] -clock clk0 $non_clock_inputs
set_output_delay [expr $clk_period * $clk_io_pct] -clock clk0 [all_outputs]
[design/flow/config.mk]
export PLATFORM = sky130hd
export DESIGN_NAME = InternalForwarding
export DESIGN_NICKNAME = InternalForwarding
export VERILOG_FILES = /design/flow/design.v
export SDC_FILE = /design/flow/constraint.sdc
export NUM_CORES = 4
export LEC_CHECK = 1
export CORE_AREA = 10 10 70 70
export DIE_AREA = 0 0 80 80
==> reports/qor.csv <==
stage,metric,value,unit
placement,Port Buffers,18,
timing,Final period util,0.950,
global_routing,Overflow after GRT,0,
timing,TNS Setup,0,ns
floorplanning,fp util,0.0396,
detailed_routing,Routed Antenna Nets,0,
min_path,HP Start,MEM_WB_rd[0],
timing,Tmin final,2.28,ns
placement,DP Worst Slack,-0.110,ns
timing,final hold vios,0,
synth,YS chip area,135,sq um
synth,Mapped Area,135,sq um
synth,Largest type area fraction,0.519,
cells_and_area,most frequent cells in the layout,"xnor2_1 (8), clkdlybuf4s50_1 (8), dlygate4sd2_1 (7)",
synth,Post-Syn Instances,20,
detailed_routing,DRC,0,
clocking,cts hold-fix bufs,0,
min_path,worst hold path endpoint,inter_forward_B,
timing,count of pins over their slew limit,0,
global_routing,total track usage,0.0229,
detailed_routing,drt pass-1 iters,3,
pwr,Leakage,0.000154,uW
pwr,worst vdd ir,0.0158,mV
pwr,P per Cell Area,132,nW/um^2
synth,synth warn,1,
synth,Mean Syn Cell Area,6.76,sq um
synth,sequential area share after synthesis,0,
worst_setup_path,CP Data Required Time,1.92,ns
timing,highest clock rate,439,MHz
timing,setup violators final,0,
worst_setup_path,critical path type,in2out,
worst_setup_path,WP data arrival,1.80,ns
worst_setup_path,largest fanout on the critical path,2,
cells_and_area,share of layout cells above drive strength 1,0.132,
detailed_routing,DRT iter0 DRCs,13,
cells_and_area,seq_cells,0,
outcome,outcome,"finished, final reports clean",
floorplanning,Die X,80,um
global_routing,antenna violations before repair,0,
flow_run,Tool Warnings,32,
cells_and_area,CLK BUF,0,
synth,post-synthesis cell type count,6,
cells_and_area,Reg area,0,sq um
worst_setup_path,kind of end point of the critical path,output pin,
timing,Worst Max-Slew Pin Slew,0.290,ns
detailed_routing,Via density,2.49,
detailed_routing,number of antenna diodes,0,
timing,Hold WS,1.41,ns
global_routing,largest net degree at the start of global routing,5,
floorplanning,core area,3420,sq um
floorplanning,num rows,21,
worst_setup_path,Startpoint Class,primary input,
global_routing,vias in the first global route,231,
placement,Placer Congestion,0.746,
detailed_routing,wire per inst,9.44,um
synth,largest area contributor in the synthesized netlist,xnor2_1,
timing,post-route setup slack,0.120,ns
floorplanning,chip height,80,um
detailed_routing,drt total wl,793,um
synth,ranking of synthesized cells by area,"xnor2_1 (52%), o41ai_1 (13%), a211oi_1 (11%)",
min_path,Hold Path Depth,5,
flow_run,Max Cap Viol,0,
synth,yosys cell count,20,
timing,RSZ-0062 raised after global routing,no,
cells_and_area,Area Overhead vs Synth,195,%
timing,relative slew slack,0.804,
detailed_routing,via count,209,
global_routing,first-pass GRT wire length,1170,um
min_path,Tightest Hold Check Type,in2out,
floorplanning,boundary pin count,18,
floorplanning,die area,6400,sq um
-- worst max path at each step --
stage                  start               to  cells after the start
after CTS             rs2[3]  inter_forward_B                      5
after global routing  rs1[0]  inter_forward_A                      5
final                 rs1[0]  inter_forward_A                      5
-- cell families (layout without fill, tap and decap cells) --
group / Yosys count / in the layout / share of synthesized area
compound gates: 4 / 4 / 0.241
xor+xnor: 8 / 8 / 0.519
buf+inv: 0 / 18 / 0
simple gates: 8 / 8 / 0.241
-- worst max-delay path: stages --
cell             delay (ns)
clkdlybuf4s50_1        0.42
nor2_1                 0.11
o41ai_2                0.09
a211oi_2               0.20
clkdlybuf4s50_1        0.49
-- routing by layer --
metal | vias to the layer above | GRT usage | share of wire
li1 | 108 | - | -
met1 | 93 | 0.0290 | 0.44
met2 | 8 | 0.0433 | 0.52
met3 | 0 | 0.00114 | 0.040
met4 | 0 | 0 | 0
met5 | - | 0 | 0
-- per-stage QoR --
stage | total power [uW] | instances | util | area, sq um
floorplan | 17.1 | 20 | - | 135
global placement | 52.5 | 84 | 0.109 | 373
detailed placement | 52.5 | 84 | 0.109 | 373
CTS | 52.7 | 84 | 0.114 | 389
global route | 57.7 | 84 | 0.117 | 399
finish | 52.5 | 84 | 0.117 | 399
-- cell type report --
cell class / count / area, sq um
fillers: 402 / 3020
repair buffers: 18 / 179
multi-input cells: 20 / 163
well taps: 46 / 57.6
-- Yosys cell counts (all sizes together) --
cell and n:
a211oi 2, nand2 4, nand3 2, nor2 2
o41ai 2, xnor2 8
-- where the power goes --
| part | internal (uW) | total, uW | switching, uW |
|---|---|---|---|
| Combinational | 31.8 | 52.5 | 20.7 |
| Sequential | 0 | 0 | 0 |
| Clock | 0 | 0 | 0 |
| Total | 31.8 | 52.5 | 20.7 |
-- repair_timing --
action,4_1_cts,5_1_grt
buffers inserted,0,0
resized,11,4
pin swaps,0,2
setup endpoints to repair,2,2
Power and IR drop assume default switching activity.
